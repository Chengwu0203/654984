==> flow/config.mk <==
export PLATFORM = sky130hd
export DESIGN_NAME = LCD_CTRL
export DESIGN_NICKNAME = LCD_CTRL
export VERILOG_FILES = /design/flow/design.v
export SDC_FILE = /design/flow/constraint.sdc
export NUM_CORES = 4
export LEC_CHECK = 1
export CORE_UTILIZATION = 50
==> flow/constraint.sdc <==
current_design LCD_CTRL

set clk_period 64.4
set clk_io_pct 0.2

create_clock -name clk0 -period $clk_period [get_ports {clk}]

set non_clock_inputs [all_inputs -no_clocks]
set_input_delay [expr $clk_period * $clk_io_pct] -clock clk0 $non_clock_inputs
set_output_delay [expr $clk_period * $clk_io_pct] -clock clk0 [all_outputs]
==> flow/design.v <==
module LCD_CTRL(clk, reset, cmd, cmd_valid, IROM_Q, IROM_rd, IROM_A, IRAM_valid, IRAM_D, IRAM_A, busy, done);
input clk;
input reset;
input [3:0] cmd;
input cmd_valid;
input [7:0] IROM_Q;
output IROM_rd;
output [5:0] IROM_A;
output IRAM_valid;
output [7:0] IRAM_D;
output [5:0] IRAM_A;
output busy;
output done;
integer i;
reg [3:0] cs, ns;
parameter [3:0] RST = 4'd0,
                READ = 4'd1,
                PROCESS = 4'd2,
                WRITE = 4'd3,
                DONE = 4'd4,
                SHIFT_UP = 4'd5,
                SHIFT_DOWN = 4'd6,
                SHIFT_LEFT = 4'd7,
                SHIFT_RIGHT = 4'd8,
                MAX = 4'd9,
                MIN = 4'd10,
                AVERAGE = 4'd11,
                COUNTERCLOCKWISE = 4'd12,
                CLOCKWISE = 4'd13,
                MIRROR_X = 4'd14,
                MIRROR_Y = 4'd15;
always @(posedge clk or posedge reset)begin
    if(reset)begin
        cs <= RST;
    end
    else begin
        cs <= ns;
    end
end
always @(*)begin
    case(cs)
        RST:    ns <= READ;
        READ:begin
            if(IROM_A == 6'd63) ns <= PROCESS;
            else                ns <= READ;
        end
        PROCESS:begin
            if(cmd_valid)begin
                case(cmd)
                    4'd0:   ns <= WRITE;
                    4'd1:   ns <= SHIFT_UP;
                    4'd2:   ns <= SHIFT_DOWN;
                    4'd3:   ns <= SHIFT_LEFT;
                    4'd4:   ns <= SHIFT_RIGHT;
                    4'd5:   ns <= MAX;
                    4'd6:   ns <= MIN;
                    4'd7:   ns <= AVERAGE;
                    4'd8:   ns <= COUNTERCLOCKWISE;
                    4'd9:   ns <= CLOCKWISE;
                    4'd10:   ns <= MIRROR_X;
                    4'd11:   ns <= MIRROR_Y;
                endcase
            end
            else begin
                ns <= PROCESS;
            end
        end
        SHIFT_UP:   ns <= PROCESS;
        SHIFT_DOWN:   ns <= PROCESS;
        SHIFT_LEFT:   ns <= PROCESS;
        SHIFT_RIGHT:   ns <= PROCESS;
        MAX:    ns <= PROCESS;
        MIN:    ns <= PROCESS;
        AVERAGE:    ns <= PROCESS;
        COUNTERCLOCKWISE:   ns <= PROCESS;
        CLOCKWISE:  ns <= PROCESS;
        MIRROR_X:   ns <= PROCESS;
        MIRROR_Y:   ns <= PROCESS;
        WRITE:begin
            if(IRAM_A == 6'd63) ns <= DONE;
            else                ns <= WRITE;
        end
        DONE:   ns <= DONE;
        default: ns <= PROCESS;
    endcase
end
reg [2:0] y, x;
always @(posedge clk or posedge reset)begin
    if(reset)begin
        {y, x} <= 6'h0;
    end
    else begin
        if((cs == READ) && (IROM_A == 63))   {y, x} <= {3'h4, 3'h4};
        else if((cs == READ) || (cs == WRITE))   {y ,x} <= {y, x} + 6'h1;
        else if(ns == WRITE)    {y, x} <= 6'h0;
        else begin
            case(cs)
                SHIFT_UP:       {y, x} <= (y == 3'd1) ? {y, x} : {y - 3'h1, x};
                SHIFT_DOWN:     {y, x} <= (y == 3'h7) ? {y, x} : {y + 3'h1, x};
                SHIFT_LEFT:     {y, x} <= (x == 3'h1) ? {y, x} : {y, x - 3'h1};
                SHIFT_RIGHT:    {y, x} <= (x == 3'h7) ? {y, x} : {y, x + 3'h1};
            endcase
        end
    end
end
reg IROM_rd;
reg [7:0] image [0:63];
assign IROM_A = {y, x};
wire [5:0] ref;
assign ref = {y, x};
wire [7:0] max, min;
wire [7:0] tmp1, tmp2, tmp3, tmp4;
assign tmp1 = (image[ref] > image[ref - 6'h1]) ? image[ref] : image[ref - 6'h1];
assign tmp2 = (image[ref - 6'h8] > image[ref - 6'h9]) ? image[ref - 6'h8 ] : image[ref - 6'h9];
assign max = (tmp1 > tmp2) ? tmp1 : tmp2;
assign tmp3 = (image[ref] < image[ref - 6'h1]) ? image[ref] : image[ref - 6'h1];
assign tmp4 = (image[ref - 6'h8] < image[ref - 6'h9]) ? image[ref - 6'h8 ] : image[ref - 6'h9];
assign min = (tmp3 < tmp4) ? tmp3 : tmp4;
wire [9:0] sum;
wire [7:0] avg;
assign sum = (image[ref] + image[ref - 6'h1]) + (image[ref - 6'h8] + image[ref - 6'h9]);
assign avg = sum >> 2;
always @(posedge clk or posedge reset)begin
    if(reset)begin
        IROM_rd <= 1'h0;
    end
    else begin
        if(ns == READ)   IROM_rd <= 1'h1;
        else             IROM_rd <= 1'h0;
    end
end
always @(posedge clk or posedge reset)begin
    if(reset)begin
        for(i=0;i<64;i=i+1)begin
            image[i] <= 7'h0;
        end
    end
    else begin
        if(IROM_rd)begin
            image[63] <= IROM_Q;
            for(i=0;i<63;i=i+1)begin
                image[i] <= image[i+1];
            end
        end
        else begin
            case(cs)
                MAX:begin
                    image[ref - 6'h9] <= max;
                    image[ref - 6'h8] <= max;
                    image[ref - 6'h1] <= max;
                    image[ref] <= max;
                end
                MIN:begin
                    image[ref - 6'h9] <= min;
                    image[ref - 6'h8] <= min;
                    image[ref - 6'h1] <= min;
                    image[ref] <= min;
                end
                AVERAGE:begin
                    image[ref - 6'h9] <= avg;
                    image[ref - 6'h8] <= avg;
                    image[ref - 6'h1] <= avg;
                    image[ref] <= avg;
                end
                COUNTERCLOCKWISE:begin
                    image[ref - 6'h9] <= image[ref - 6'h8];
                    image[ref - 6'h8] <= image[ref];
                    image[ref - 6'h1] <= image[ref - 6'h9];
                    image[ref] <= image[ref - 6'h1];
                end
                CLOCKWISE:begin
                    image[ref - 6'h9] <= image[ref - 6'h1];
                    image[ref - 6'h8] <= image[ref - 6'h9];
                    image[ref - 6'h1] <= image[ref];
                    image[ref] <= image[ref - 6'h8];
                end
                MIRROR_Y:begin
                    image[ref - 6'h9] <= image[ref - 6'h8];
                    image[ref - 6'h8] <= image[ref - 6'h9];
                    image[ref - 6'h1] <= image[ref];
                    image[ref] <= image[ref - 6'h1];
                end
                MIRROR_X:begin
                    image[ref - 6'h9] <= image[ref - 6'h1];
                    image[ref - 6'h8] <= image[ref];
                    image[ref - 6'h1] <= image[ref - 6'h9];
                    image[ref] <= image[ref - 6'h8];
                end
            endcase
        end
    end
end
reg IRAM_valid;
reg [7:0] IRAM_D;
assign IRAM_A = {y, x};
always @(posedge clk or posedge reset)begin
    if(reset)begin
        IRAM_valid <= 1'd0;
    end
    else begin
        if(ns == WRITE) IRAM_valid <= 1'd1;
        else            IRAM_valid <= 1'd0;
    end
end
always @(posedge clk or posedge reset)begin
    if(reset)begin
        IRAM_D <= 8'h0;
    end
    else begin
        if((cs != WRITE) && (ns == WRITE))  IRAM_D <= image[0];
        else if(cs == WRITE)                IRAM_D <= image[IRAM_A + 6'h1];
    end
end
reg busy, done;
always @(posedge clk or posedge reset)begin
    if(reset)begin
        busy <= 1'h1;
    end
    else begin
        if((ns == PROCESS) || (ns == DONE)) busy <= 1'h0;
        else    busy <= 1'h1;
    end
end
always @(posedge clk or posedge reset)begin
    if(reset)begin
        done <= 1'd0;
    end
    else begin
        if(ns == DONE)  done <= 1'd1;
        else            done <= 1'd0;
    end
end
endmodule
==> flow/run.sh <==
#!/bin/bash
# OpenROAD 26Q1-2900-gdf79404cd8, Yosys 0.63+post, stock flow scripts
make -C /OpenROAD-flow-scripts/flow DESIGN_CONFIG=/design/flow/config.mk WORK_HOME=/design/flow/orfs finish
==> impl_metrics.env <==
# yosys + openroad results
export IMPL_cts_buffer_depth=3
export IMPL_synth_area_mm2=0.105
export IMPL_stop_error="[ERROR GRT-0116] Global routing finished with congestion. Check the congestion regions in the DRC Viewer."
export IMPL_boundaryPins=39
export IMPL_grt_max_degree=106
export IMPL_first_global_vias=179000
export IMPL_dpl_hpwl_um=860000
export IMPL_edf_count=0
export IMPL_synth_top_cells_by_area="dfrtp_1, o21ai_0, a21oi_1"
export IMPL_ys_area_mm2=0.105
export IMPL_yosysTopAreaCell="dfrtp_1"
export IMPL_grt_ovfl_total=28000
export IMPL_syn_inst=16700
export IMPL_gr_usage_all_layers_pct=115
export IMPL_io_buffers=38
export IMPL_die_height_um=460
export IMPL_ys_ff=538
export IMPL_ff_type="dfrtp_1"
export IMPL_cts_hold_repair_buffers=0
export IMPL_cts_setup_buffers=0
export IMPL_post_cts_resized=0
export IMPL_synth_warnings=2
export IMPL_stop_stage="global routing (5_1_grt)"
export IMPL_unclocked_pins=4
export IMPL_htree_levels=3
export IMPL_async_flop_share_pct=99.3
export IMPL_top_cell_area_share_pct=12.7
export IMPL_finalWeightedCongestion=1.91
export IMPL_numCtsBuffers=80
export IMPL_fp_row_count=167
export IMPL_synth_cell_type_count=120
export IMPL_fp_util_pct=50.5
export IMPL_ys_cells=16700
export IMPL_avgSynthCellArea_um2=6.27
export IMPL_untimed_endpoints=12
export IMPL_grt_pass1_wl_um=1660000
export IMPL_cts_root_buf="clkbuf_16"
export IMPL_die_w_um=460
export IMPL_outcome="stopped before the end"
per-layer routing:
layer	GRT usage, %	overflow
met4	111	3359
met3	106	4046
met5	99.8	513
met1	107	5003
met2	134	15000
synth_stat cells (all sizes together), types with 184 or more instances:
| master | count |
|---|---|
| nor3 | 336 |
| nor2 | 1068 |
| a22o | 184 |
| a21oi | 1801 |
| a22oi | 743 |
| o22ai | 965 |
| buf | 717 |
| clkbuf | 1798 |
| nand4 | 241 |
| a221oi | 334 |
| o211ai | 462 |
| dfrtp | 533 |
| nand3 | 566 |
| o21ai | 2016 |
| a211oi | 248 |
| nand2 | 1619 |
| a31oi | 642 |
kinds of logic after synthesis:
kind of cell	after synthesis	share of synthesized area, %
latches	4	0.0573
mux	95	0.980
xor+xnor	17	0.149
flops	534	12.8
simple gates	4520	20.2
buf+inv	2622	9.98
compound gates	8846	54.9
fa+ha+maj	79	1.06
per-stage QoR:
| stage | instances | setup WS [ps] | hold WS, ps | instance area [µm²] | utilization, % |
|---|---|---|---|---|---|
| after floorplan | 16700 | 36600 | 426 | 105000 | - |
| after global placement | 18700 | 47430 | 463 | 113000 | 54.5 |
| after detailed placement | 18700 | 47400 | 470 | 113000 | 54.5 |
| after CTS | 18900 | 48200 | 482 | 116000 | 55.7 |
